==> design.v <==
module booth_multiplier #(parameter x=4, y=4)
( input signed [x:0]m,
  input signed [y-1:0]r,
  input en,
  output reg signed [x+y-1:0]P_final);
 reg signed[x+y+1:0]A;
 reg signed [x+y+1:0]S;
 reg signed [x+y+1:0]P;
 integer count=0;
 always@(m,r,en)
 begin
	A={m,{(y+1){1'b0}}};
	S={(~m)+1,{(y+1){1'b0}}};
	P={{(x+1){1'b0}},r,1'b0};
	for(count=0;count<y;count=count+1)
	begin
		case(P[1:0])
		2'b01:  P=P+A;
		2'b10:  P=P+S;
		default:P=P;
		endcase
		P={P[x+y+1],P[x+y+1:1]};
	end
	P=P[x+y:1];
	P_final=((m[x-1]==1'b0 && r[y-1]==0)||(m[x-1]==1'b1 && r[y-1]==1))?P:-P;
 end
endmodule
==> run.sh <==
#!/bin/bash
# OpenROAD 26Q1-2900-gdf79404cd8, Yosys 0.63+post, stock flow scripts
make -C /OpenROAD-flow-scripts/flow DESIGN_CONFIG=/design/flow/config.mk WORK_HOME=/design/flow/orfs finish
==> config.mk <==
export PLATFORM = sky130hd
export DESIGN_NAME = booth_multiplier
export DESIGN_NICKNAME = booth_multiplier
export VERILOG_FILES = /design/flow/design.v
export SDC_FILE = /design/flow/constraint.sdc
export NUM_CORES = 4
export LEC_CHECK = 1
export CORE_AREA = 10 10 88 88
export DIE_AREA = 0 0 98 98
==> constraint.sdc <==
current_design booth_multiplier

set clk_period 7.2
set clk_io_pct 0.2

create_clock -name clk0 -period $clk_period

set non_clock_inputs [all_inputs -no_clocks]
set_input_delay [expr $clk_period * $clk_io_pct] -clock clk0 $non_clock_inputs
set_output_delay [expr $clk_period * $clk_io_pct] -clock clk0 [all_outputs]
==> flow_summary.toml <==
# flow metrics
[status]
status = "complete, but fails checks"
violations = "negative setup slack"

[floorplanning]
rows = 28
core_sq_mm = 0.005921
initCoreUtil = 0.2335
io_pins = 18
die-width_microns = 98
dieArea_sq_mm = 0.009604
chipHeight_microns = 98

[timing]
finalSetupViolations = 3
max_freq_mhz = 134.0
rsz0062_at_grt = "yes"
tightest_slew_ns = 0.6772
tns_ns = -0.6658
period_needed_ns = 7.464
hold_violations = 0
max_slew_margin = 0.5470
maxSlewViolCount = 0
finalWorstSetupSlack_ns = -0.2640
finalCritPeriodShare = 1.037

[finish]
clock_buffers = 0
nFlopsAndLatches = 0
fill_cells = 534
final_cells = 354
drive_above_1_share = 0.5448
seq_area_sq_um = 0
layout_top_cells = "buf_4, nand2_1, xnor2_1"
areaGrowthSynthToFinish_pct = 86.52
lay_top_count = "buf_4"
design_area_sq_mm = 0.002579

[critical_path]
worst_setup_path_end_kind = "output pin"
crit_path_start_kind = "input pin"
critPathMaxFanout = 4
slowest_delay_ns = 0.36
path_class = "input pin to output pin"
cp.arrival_ns = 6.02
path_common_cell = "ha_4"
required_ns = 5.76
slowest_stage = "a311o_1"

[synthesis]
ys_seq_frac = 0
ys_cells = 175
yosysWarnings = 1
synthDistinctLibCells = 50
syn_area_sq_mm = 0.001383
synthCells = 175
yosys_area_sq_mm = 0.001383
avgSynthCellArea_sq_um = 7.900

[detailed_routing]
wl_met1_mm = 2.050
wl_per_cell_microns = 11.73
first_pass_iters = 4
drc = 0
postRouteAntennaNets = 0
route.met3.wl_microns = 91
routed.top_layer = "met4"
wl_met2_mm = 1.995
num_vias = 1595
wl_mm = 4.152
antenna_cells = 0
vias_per_cell = 4.506
drt_iter0_markers = 38

[worst_hold_path]
hold_depth = 5
hp-class = "input pin to output pin"

[placed_design]
dp_slack_ns = -1.199
gp_congestion = 0.8992
hpwl_mm = 3.165
dp.cells = 325
portBuffers = 17
place_area_sq_mm = 0.002155

[cts]
cts_hold_buf = 0

[global_route]
grt_util_all_layers = 0.08325
grt_pass1_vias = 1577
grt_max_degree = 14
grt_first_pass_wirelength_mm = 7.093
grt_overflow = 0
antenna_found_initial = 0

[power]
leakagePower_uw = 0.001191
power.density_mw_per_mm2 = 183.2
peakVddDrop_v = 0.00009898
p_total_uw = 472.4

[job]
max_cap_violations = 0
tool_warnings = 36
## power breakdown
group | switching, uW | internal, uW | leakage (uW)
combinational | 191 | 281 | 0.00119
sequential | 0 | 0 | 0
clock | 0 | 0 | 0
## synthesized netlist by cell type, types with 2 or more instances
cell | number | area (sq um)
o31ai_1 | 2 | 15.01
fa_1 | 3 | 60.06
nor2_1 | 8 | 30.03
nand2_1 | 18 | 67.56
inv_1 | 12 | 45.04
mux2i_1 | 7 | 70.07
buf_6 | 2 | 22.52
nand2b_1 | 5 | 31.28
mux2_2 | 3 | 33.78
a21oi_1 | 7 | 35.03
nand4_1 | 4 | 25.02
nand3_1 | 4 | 20.02
xor2_1 | 7 | 61.31
o21ai_0 | 5 | 25.02
a31oi_1 | 2 | 12.51
nor4_2 | 2 | 25.02
nor4_1 | 3 | 18.77
ha_1 | 16 | 200.2
nor3_1 | 2 | 10.01
clkbuf_1 | 3 | 11.26
a21o_1 | 3 | 22.52
nor2b_1 | 7 | 43.79
and3_1 | 2 | 12.51
xnor2_1 | 21 | 183.9
a211oi_1 | 2 | 15.01
## worst paths after layout
| kind | from | endpoint | slack (ns) |
|---|---|---|---|
| worst max-delay path | m[1] | P_final[7] | -0.26 |
| worst min-delay path | m[0] | P_final[0] | 3.69 |
## cell families (layout without fill, tap and decap cells)
| logic type | Yosys count | in the layout | synth area share |
|---|---|---|---|
| XOR/XNOR | 30 | 30 | 0.2009 |
| buffers and inverters | 18 | 122 | 0.05972 |
| adder cells (fa/ha/maj) | 19 | 19 | 0.1882 |
| AND-OR/OR-AND | 30 | 30 | 0.1701 |
| multiplexers | 12 | 12 | 0.09955 |
| AND/OR/NAND/NOR | 66 | 66 | 0.2814 |
## layer usage
layer  global-route usage  vias up
li1                     -      838
met4             0.003356        0
met3             0.002845        2
met2               0.1442       16
met5                    0        -
met1               0.1173      739
## area by class of cell
| cell class | count | area (sq um) | area share |
|---|---|---|---|
| inverters | 13 | 67.56 | 0.02620 |
| well taps | 75 | 93.84 | 0.03639 |
| repair buffers | 109 | 874.6 | 0.3392 |
| multi-input cells | 157 | 1543 | 0.5983 |
## worst max-delay path, delay by kind of cell
family,cells,cell delay (ns)
fa+ha+maj,4,0.91
xor+xnor,3,0.37
mux,1,0.29
buf+inv,7,0.70
simple gates,7,0.97
compound gates,5,1.34
## per-stage QoR
| stage | hold slack, ns | utilization |
|---|---|---|
| 2_1_floorplan | 2.963 | - |
| 3_3_place_gp | 4.017 | 0.3639 |
| 3_5_place_dp | 4.027 | 0.3639 |
| 4_1_cts | 3.739 | 0.4229 |
| 5_1_grt | 3.761 | 0.4355 |
| 6_report | 3.690 | 0.4355 |
## timing repair
| action | in CTS | in global routing |
|---|---|---|
| buffers inserted | 26 | 4 |
| gates resized | 58 | 14 |
| setup endpoints to repair | 5 | 4 |
| pin swaps | 29 | 20 |
Power is estimated from default activity; no workload was simulated.
