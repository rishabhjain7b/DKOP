File: design/flow/run.sh
#!/bin/bash
# OpenROAD 26Q1-2900-gdf79404cd8, Yosys 0.63+post, stock flow scripts
make -C /OpenROAD-flow-scripts/flow DESIGN_CONFIG=/design/flow/config.mk WORK_HOME=/design/flow/orfs finish
File: design/flow/config.mk
export PLATFORM = sky130hd
export DESIGN_NAME = bmul
export DESIGN_NICKNAME = bmul
export VERILOG_FILES = /design/flow/design.v
export SDC_FILE = /design/flow/constraint.sdc
export NUM_CORES = 4
export LEC_CHECK = 1
export CORE_UTILIZATION = 50
File: design/flow/constraint.sdc
current_design bmul

set clk_period 7.5
set clk_io_pct 0.2

create_clock -name clk0 -period $clk_period [get_ports {clk}]

set non_clock_inputs [all_inputs -no_clocks]
set_input_delay [expr $clk_period * $clk_io_pct] -clock clk0 $non_clock_inputs
set_output_delay [expr $clk_period * $clk_io_pct] -clock clk0 [all_outputs]
File: design/flow/design.v
module bmul #(parameter n = 4)
(input [n-1:0]mu,mr,
input clk,rst,control,					 
output reg [2*n-1:0]o);
reg [n:0] r;
integer i=0;
reg [2*n-1:0]s;
reg [2*n-1:0]a;
always @(posedge clk)
begin
if(!rst)						 
begin
s<=0;
a<=0;
o<=0;
end
else 
if(!control)						 
begin
r <= {mr,1'b0};
if(mu[n-1]==0)
s<={{n{1'b0}},mu};
else
s<={{n{1'b1}},mu};
end
else
if(control)						 
begin
i<=i+1;
if(r[i+1]==1&&r[i]==0)
a<=a+(~(s<<i))+1'b1;
else
if(r[i+1]==0&&r[i]==1)
a<=a+(s<<i);
if(i==4)
begin
	o<=a;
	i<=0;
end
end
end
endmodule
==> summary.rpt <==
================================================================================
Area share of the leading cell type in the synthesized netlist             0.309
Antenna Nets Post-Route                                                        0
Clock tree sinks                                                              56
Row cnt                                                                       30
Worst hold stages                                                              2
Leak Pwr                                                                 1.38 nW
Layer with the highest usage after global routing                           met1
Clk Tree Root Cell                                                      clkbuf_8
TritonCTS clock tree                                                         yes
Initial standard-cell utilization of the core                              0.515
End of the worst register-to-register path                                  a[7]
Classification of the worst setup path                              flip-flop to flip-flop
Path class of the lowest-slack min-delay path                       flip-flop to flip-flop
Die span in x                                                       85.7 microns
Setup-failing EPs final                                                        0
Placer Congestion                                                          0.862
Maximum clock skew at final layout                                    0.00406 ns
Number of inserted diodes                                                      0
Yosys-reported design area after synthesis                            3500 sq um
Hold-fix buffers, CTS                                                          0
Wire length per cell after detailed routing                         14.4 microns
OpenROAD warnings                                                             34
Flops after synth                                                             56
Pins Over Slew Limit                                                           0
Peak clock frequency supported by timing                                 272 MHz
Synth Cell Area                                                       3500 sq um
Port Buffers                                                                  18
Core Box Area                                                         6790 sq um
Initial DRC Count                                                            141
DP HPWL                                                             4810 microns
Critical register-to-register path startpoint                               i[0]
Avg Inst Size Synth                                                   10.0 sq um
Residual overflow from global routing                                          0
Power per unit of standard cell area                                 150 nW/um^2
Clock tree buffer depth                                                        2
CP required                                                              7.74 ns
Number of antenna violations at the first check in global routing              0
Capturing instance or port of the critical path                             a[7]
Arrival time reported for the critical path endpoint                     3.92 ns
Number of gates resized after CTS                                              0
Area of the die                                                       7340 sq um
Startpoint Class                                                       flip-flop
Sum of routed wire length over all layers                           6600 microns
Yosys cell count                                                             349
Most area-consuming cells after synthesis                           edfxtp_1 (31%), dfxtp_1 (11%), ha_1 (6.4%)
Total DRC errors in the routed layout                                          0
DP Worst Slack                                                           3.88 ns
Outcome                                                             finished clean
Deepest level of the CTS H-tree                                                2
Post-layout power                                                       0.573 mW
Final critical-path share of the clock period                              0.490
Fraction of layout instances using a drive strength above 1               0.0608
Worst ir drop on vdd                                                    0.102 mV
Top flip-flop cell by instance count after synthesis                    edfxtp_1
Hold violation count in the final report                                       0
Number of clock buffers inserted by TritonCTS                                  5
Ys async rst share                                                             0
Post-synth tally of flip-flops with integrated enable                         36
Netlist cell types                                                            59
GR Util met2                                                               0.286
Cell type with the highest aggregate area in the netlist                edfxtp_1
Total routing resource utilization after global routing                    0.197
Final Worst Setup Slack                                                  3.82 ns
Pin count of the biggest net entering global routing                          33
Clock-pin transition on the worst setup and hold timing paths            0.10 ns
Number of cells produced by synthesis                                        349
Max-capacitance violation count                                                0
Source of the critical timing path                                          i[0]
Average vias per placed instance                                            5.48
Post-CTS setup repair buffer count                                             0
Met1 layer usage reported by global route                                  0.338
Total via count in the routed design                                       2,509
Rel. slew slack                                                            0.633
Worst Tran Pin Value                                                    0.547 ns
Iteration count of the initial detailed-routing pass                           4
Total negative slack for setup checks                                       0 ns
Met3 track demand over resource                                           0.0391
Worst r2r path cells                                                          13
Io pins                                                                       19
First-pass GRT wire length                                          11,000 microns
Area added between synthesis and finish                                    9.12%
Number of global-route vias before repair                                  2,336
Maximum fanout count along the critical path                                  15
Minimum period implied by the final worst setup slack                    3.68 ns
Height of the chip                                                  85.7 microns
Kind of end point of the critical path                                 flip-flop
Ys Warns                                                                       1
Unrepaired setup endpoints after global routing                            false
Worst-Skew Late Latency                                                  0.30 ns
Setup slack of the most critical reg-to-reg path                         3.82 ns
Register area share after synthesis                                        0.423
================================================================================
## layout make-up
class / instances / area [sq um]
sequential: 56 / 1480
timing repair buffer: 20 / 195
tap: 96 / 120
fill: 579 / 2980
inverter: 18 / 67.6
clock inverter: 3 / 23.8
clock buffer: 5 / 68.8
multi-input combinational: 260 / 1860
## cells in the mapped netlist, drive strengths merged (2+ instances only)
library cell / n
and3: 8
a21oi: 7
nand3b: 2
and2: 7
nand2b: 2
a211oi: 12
clkbuf: 7
a311oi: 2
a21o: 2
o31ai: 3
nor3: 9
nand2: 25
o21a: 2
and4: 3
nor4: 7
edfxtp: 36
o21ai: 10
or3: 4
ha: 18
inv: 17
buf: 8
nor2: 34
nand3: 16
dfxtp: 20
xnor2: 24
nor2b: 5
xor2: 10
mux2i: 20
nand4: 11
fa: 2
## logic make-up after synthesis
logic type      synth area share
xor+xnor                  0.0851
mux                       0.0604
buf+inv                   0.0447
compound gates            0.0998
fa+ha+maj                 0.0758
simple gates               0.211
flops                      0.423
## cells in the final DEF (no fill, tap or decap), drive strengths merged, types with 3 or more instances in the layout
cell           Yosys  routed
nand3             16      16
xor2              10      10
nor2b              5       5
inv               17      17
and4               3       3
a211oi            12      12
a21oi              7       7
dfxtp             20      20
or3                4       4
clkbuf             7       5
and2               7       7
xnor2             24      24
clkdlybuf4s50      0      18
nor3               9       9
mux2i             20      20
nor2              34      34
o21ai             10      10
and3               8       8
o31ai              3       3
nor4               7       7
ha                18      18
nand2             25      25
edfxtp            36      36
nand4             11      11
## worst min-delay path by stage
stage | from | end | slack [ns]
CTS | a[7] | a[7] | 0.48
global route | a[7] | a[7] | 0.52
finish | a[7] | a[7] | 0.48
## stage by stage
step / util / area [sq um] / cells / hold slack [ns]
final: 0.562 / 3820 / 458 / 0.479
after global routing: 0.562 / 3820 / 458 / 0.525
after CTS: 0.562 / 3820 / 458 / 0.482
after detailed placement: 0.548 / 3730 / 450 / 0.467
after global placement: 0.548 / 3730 / 450 / 0.468
after floorplan: - / 3500 / 349 / 0.437
## where the power goes
group	total, mW	internal, mW	switching, mW
sequential	0.354	0.340	0.0141
clock	0.165	0.0663	0.0988
combinational	0.0541	0.0251	0.0289
## state kept, by name, summed over array words and instances (netlist names)
| name | count |
|---|---|
| r | 4 |
| s | 4 |
| i | 32 |
| o | 8 |
| a | 8 |
## routing by layer
metal  wire length (microns)  vias to the layer above  part of all wire
li1                        -                     1291                 -
met1                    3450                     1166              0.52
met2                    2810                       48              0.43
met3                     277                        4             0.042
met4                      55                        0            0.0083
met5                       0                        -                 0
## critical path, cell delays in order, from the launching register on
cell and delay, ns:
edfxtp_1 0.68, inv_1 0.21, ha_1 0.39, mux2i_1 0.14
nor2_1 0.09, a311oi_1 0.06, a211oi_1 0.22, ha_1 0.53
or3_1 0.24, o32a_1 0.15, o21ai_0 0.07, a211oi_1 0.33
mux2i_1 0.28, mux2i_1 0.20
Power figures rest on the tool's default switching activity, not on a simulated workload.
